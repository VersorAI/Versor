$ cat flow/run.sh
#!/bin/bash
# OpenROAD 26Q1-2900-gdf79404cd8, Yosys 0.63+post, stock flow scripts
make -C /OpenROAD-flow-scripts/flow DESIGN_CONFIG=/design/flow/config.mk WORK_HOME=/design/flow/orfs finish
$ cat flow/config.mk
export PLATFORM = sky130hd
export DESIGN_NAME = photon_tile
export DESIGN_NICKNAME = photon_tile
export VERILOG_FILES = /design/flow/design.v
export SDC_FILE = /design/flow/constraint.sdc
export NUM_CORES = 4
export LEC_CHECK = 1
export CORE_UTILIZATION = 50
$ cat flow/constraint.sdc
current_design photon_tile

set clk_period 1.0
set clk_io_pct 0.2

create_clock -name clk0 -period $clk_period [get_ports {clk}]

set non_clock_inputs [all_inputs -no_clocks]
set_input_delay [expr $clk_period * $clk_io_pct] -clock clk0 $non_clock_inputs
set_output_delay [expr $clk_period * $clk_io_pct] -clock clk0 [all_outputs]
$ cat flow/design.v
module photon_tile #(
    parameter TILE_ID = 0,
    parameter OPTICAL_LATENCY = 10  
)(
    input  wire                clk,
    input  wire                rst_n,
    input  wire [31:0]         q_amplitude,  
    input  wire [31:0]         k_phase,      
    input  wire                fire_pulse,   
    output reg  [31:0]         digital_score,
    output reg                 score_valid
);
    reg [31:0] flight_path [0:OPTICAL_LATENCY-1];
    reg        valid_path  [0:OPTICAL_LATENCY-1];
    integer i;
    wire [31:0] optical_interaction;
    assign optical_interaction = q_amplitude * k_phase;  
    always @(posedge clk or negedge rst_n) begin
        if (!rst_n) begin
            for (i=0; i<OPTICAL_LATENCY; i=i+1) begin
                flight_path[i] <= 0;
                valid_path[i]  <= 0;
            end
            digital_score <= 0;
            score_valid   <= 0;
        end else begin
            if (fire_pulse) begin
                flight_path[0] <= optical_interaction;
                valid_path[0]  <= 1;
            end else begin
                flight_path[0] <= 0;
                valid_path[0]  <= 0;
            end
            for (i=1; i<OPTICAL_LATENCY; i=i+1) begin
                flight_path[i] <= flight_path[i-1];
                valid_path[i]  <= valid_path[i-1];
            end
            digital_score <= flight_path[OPTICAL_LATENCY-1];
            score_valid   <= valid_path[OPTICAL_LATENCY-1];
        end
    end
endmodule
==> flow_summary.json <==
{
  "rsz0062_at_grt": "yes",
  "wl_per_cell_um": 20.7,
  "synth_cell_types": 50,
  "grt_pass1_wl_mm": 102,
  "drt-pass1-iter-count": 4,
  "synth.avg_cell_area_um2": 11.8,
  "utilization": 0.667,
  "crit_path_max_fanout": 6,
  "placed_area_um2": 29300,
  "finalCritPeriodShare": 5.93,
  "finalHoldViolCount": 0,
  "tightest_slew_ns": 0.772,
  "drv_cap": 0,
  "netlist_area_um2": 25000,
  "area_growth_pct": 31.2,
  "edf_count": 0,
  "die-height_um": 226,
  "num_vias": 15821,
  "drt-initial-drc-count": 637,
  "cts.path.max_buffers": 3,
  "design_area_um2": 32800,
  "worstSetupPathType": "in2reg",
  "fp-utilization": 0.509,
  "fmax_mhz": 169,
  "drc": 0,
  "slew_headroom": 0.483,
  "grt_overflow": 0,
  "clock_sinks": 363,
  "ys_cells": 2124,
  "grt_pass1_vias": 17662,
  "row_count": 81,
  "slew_violations": 0,
  "vias_per_cell": 4.93,
  "grt_use_total": 0.296,
  "ys_ff": 363,
  "nFillCells": 3493,
  "drive_above_1_share": 0.310,
  "end_kind": "flop",
  "synthArstFlopShare": 1.00,
  "failed_checks": "negative setup slack",
  "yosys_area_um2": 25000,
  "pin_count": 100,
  "period_needed_ns": 5.93,
  "warnings": 28,
  "final-setup-viol-count": 353,
  "syn_inst": 2124,
  "root_buffer": "clkbuf_16",
  "clk_pin_slew_worst_paths_ns": 0.07,
  "synth_top_flop_cell": "dfrtp_1",
  "htree_levels": 1,
  "antenna_left": 0,
  "core_area_um2": 49200,
  "dieArea_um2": 50900,
  "postSynthSeqShare": 0.363,
  "yosys_warnings": 3,
  "required_ns": 1.43,
  "antenna_found_initial": 2,
  "drt-total-wl_mm": 66.4,
  "cp-start-kind": "input pin",
  "clock_latency_ns": 0.54,
  "fin_skew_ns": 0.0183,
  "fp.dieW_um": 226,
  "hold_ws_ns": 0.257,
  "worst_slack_ns": -4.93,
  "numCtsBuffers": 28,
  "status": "finished with violations",
  "tritoncts": "yes",
  "dp_hpwl_mm": 44.0,
  "arrival_ns": 6.36,
  "io_buffers": 99,
  "min_path_type": "in2reg",
  "grt_start_max_net_pins": 44,
  "gp_congestion": 0.921,
  "tns_ns": -176.40
}
state kept, by name (all words and copies together), names as in the netlist:
| signal | cells |
|---|---|
| flight_path | 320 |
| digital_score | 32 |
| valid_path | 10 |
| score_valid | 1 |
synth_stat cells (all sizes together) (2+ instances only):
master,instances,area share
nand2b,6,0.0015
ha,123,0.062
nand3,6,0.0012
nor2,26,0.0039
and3,6,0.0015
nand2,228,0.034
xnor2,57,0.020
a21bo,2,0.00080
inv,379,0.057
mux2i,2,0.00080
o31ai,3,0.0020
nand4,2,0.00050
or3,4,0.0010
nor3,10,0.0026
a21o,9,0.0027
and2,315,0.079
a21oi,21,0.0050
nor3b,2,0.00060
o21ai,14,0.0030
fa,408,0.33
buf,5,0.0012
dfrtp,363,0.36
xor2,21,0.0074
a211oi,3,0.0011
o2111ai,2,0.00070
nor2b,8,0.0020
or2,2,0.00050
clkbuf,83,0.012
nor4,3,0.00075
layer usage:
metal  global-route usage  wire length, µm
met4                0.104             3000
met3                0.102             5570
met1                0.421            25700
met5                    0               15
met2                0.454            32100
path summary, 6_finish.rpt:
check	from	to	slack, ns	cells after the start
min	q_amplitude[0]	flight_path[0][0]	0.26	4
min reg2reg	flight_path[5][9]	flight_path[6][9]	0.34	0
max in group asynchronous	rst_n	flight_path[5][26]	-1.14	8
max reg2reg	flight_path[9][23]	digital_score[23]	0.42	0
max	k_phase[2]	flight_path[0][27]	-4.93	26
min in group asynchronous	rst_n	flight_path[1][29]	0.79	6
cell usage in the layout (no fill, tap or decap), types with 5 or more instances in the layout:
cell / Yosys / layout
dfrtp_1: 363 / 361
fa_1: 408 / 340
nand2_2: 1 / 10
clkdlybuf4s15_2: 0 / 6
buf_2: 0 / 50
buf_12: 0 / 64
xor2_1: 21 / 21
nor3_2: 3 / 5
ha_1: 123 / 67
buf_4: 3 / 210
nor2_1: 26 / 22
and2_1: 315 / 249
clkbuf_1: 83 / 6
ha_4: 0 / 53
bufbuf_16: 0 / 11
buf_6: 0 / 64
nand2b_1: 6 / 6
nand3_1: 6 / 5
clkbuf_8: 0 / 5
xnor2_2: 1 / 6
and2_4: 0 / 66
inv_1: 379 / 332
buf_8: 0 / 14
a21o_1: 9 / 9
clkbuf_16: 0 / 29
inv_2: 0 / 47
clkdlybuf4s50_1: 0 / 9
xnor2_1: 56 / 51
buf_16: 0 / 12
a21oi_2: 2 / 11
a21oi_1: 18 / 7
fa_2: 0 / 68
nand2_1: 227 / 214
dlygate4sd2_1: 0 / 11
clkinv_2: 0 / 6
per-stage QoR:
stage | std cells | setup WS (ns)
final | 3209 | -4.93
after global routing | 3208 | -5.09
after CTS | 3187 | -4.91
after detailed placement | 3038 | -5.95
after global placement | 3038 | -5.92
after floorplan | 2124 | -5.12
cell type report:
| type | count | area, µm² | share of cell area |
|---|---|---|---|
| sequential | 363 | 9090 | 0.277 |
| clock inverter | 12 | 140 | 0.00427 |
| tap | 664 | 831 | 0.0253 |
| antenna | 1 | 2.50 | 0.0000763 |
| inverter | 380 | 1430 | 0.0435 |
| clock buffer | 39 | 792 | 0.0241 |
| timing repair buffer | 457 | 5060 | 0.154 |
| multi-input combinational | 1293 | 15500 | 0.472 |
cells by family after synthesis:
kind of cell | Yosys count | synth area share
muxes | 2 | 0.000801
DFF | 363 | 0.363
and+or+nand+nor | 620 | 0.130
xor gates and xnor gates | 78 | 0.0276
buffers and inverters | 468 | 0.0707
AOI/OAI and AO/OA | 62 | 0.0188
adders and majority gates | 531 | 0.388
critical path, cell delays in order:
cell and delay, ns:
buf_12 0.12, buf_12 0.14, and2_4 0.16, fa_1 0.53, inv_1 0.05, fa_1 0.51, fa_1 0.45, fa_1 0.50
inv_1 0.05, fa_1 0.47, inv_1 0.05, fa_1 0.47, inv_1 0.05, fa_1 0.49, fa_2 0.58, ha_4 0.21
a21o_1 0.17, a21o_1 0.16, a21oi_2 0.20, o21ai_4 0.08, a21oi_4 0.18, buf_4 0.14, buf_6 0.09, nor2b_4 0.03
o21ai_2 0.15, a211oi_2 0.09
repair_timing:
action | 4_1_cts | 5_1_grt
hold buffers | 8 | 4
buffers inserted | 69 | 24
gates cloned | 23 | 2
endpoints found under the hold margin | 363 | 124
setup endpoints to repair | 64 | 427
pin swaps | 220 | 116
gates resized | 568 | 133
