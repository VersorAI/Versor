==> design/flow/design.v <==
module clifford_mac #(
    parameter N_BASIS = 5,          
    parameter GA_DIM  = 32,         
    parameter BLADE_W = 5           
)(
    input  wire                clk,
    input  wire                rst_n,
    input  wire                valid_in,
    input  wire [BLADE_W-1:0]  blade_i,       
    input  wire [BLADE_W-1:0]  blade_j,       
    input  wire [31:0]         coeff_a,        
    input  wire [31:0]         coeff_b,        
    input  wire [31:0]         acc_in,
    output reg  [BLADE_W-1:0]  blade_k,        
    output reg  [31:0]         acc_out,         
    output reg                 valid_out
);
    wire [BLADE_W-1:0] target_blade;
    wire               geo_sign;       
    wire               metric_sign;    
    wire               total_sign;     
    assign target_blade = blade_i ^ blade_j;
    wire [2:0] swap_count;   
    wire [2:0] swaps_bit0, swaps_bit1, swaps_bit2, swaps_bit3;
    assign swaps_bit0 = blade_j[0] ? (blade_i[1] + blade_i[2] + blade_i[3] + blade_i[4]) : 3'd0;
    assign swaps_bit1 = blade_j[1] ? (blade_i[2] + blade_i[3] + blade_i[4]) : 3'd0;
    assign swaps_bit2 = blade_j[2] ? (blade_i[3] + blade_i[4]) : 3'd0;
    assign swaps_bit3 = blade_j[3] ? blade_i[4] : 3'd0;
    wire [3:0] total_swaps;
    assign total_swaps = swaps_bit0 + swaps_bit1 + swaps_bit2 + swaps_bit3;
    assign geo_sign = total_swaps[0];   
    wire [BLADE_W-1:0] intersection;
    assign intersection = blade_i & blade_j;
    assign metric_sign = intersection[4];
    assign total_sign = geo_sign ^ metric_sign;
    reg [BLADE_W-1:0] blade_k_s1;
    reg               sign_s1;
    reg [31:0]        coeff_a_s1, coeff_b_s1, acc_s1;
    reg               valid_s1;
    always @(posedge clk or negedge rst_n) begin
        if (!rst_n) begin
            blade_k_s1 <= 0;
            sign_s1    <= 0;
            coeff_a_s1 <= 0;
            coeff_b_s1 <= 0;
            acc_s1     <= 0;
            valid_s1   <= 0;
        end else begin
            blade_k_s1 <= target_blade;
            sign_s1    <= total_sign;
            coeff_a_s1 <= coeff_a;
            coeff_b_s1 <= coeff_b;
            acc_s1     <= acc_in;
            valid_s1   <= valid_in;
        end
    end
    wire [31:0] product;
    wire [31:0] signed_product;
    assign product = {coeff_a_s1[31] ^ coeff_b_s1[31], 
                      coeff_a_s1[30:23] + coeff_b_s1[30:23] - 8'd127,
                      coeff_a_s1[22:0]};  
    assign signed_product = {product[31] ^ sign_s1, product[30:0]};
    always @(posedge clk or negedge rst_n) begin
        if (!rst_n) begin
            blade_k   <= 0;
            acc_out   <= 0;
            valid_out <= 0;
        end else begin
            blade_k   <= blade_k_s1;
            acc_out   <= valid_s1 ? signed_product : 32'd0;  
            valid_out <= valid_s1;
        end
    end
endmodule
module gapu_v1_core #(
    parameter N_BASIS = 5,
    parameter GA_DIM  = 32,
    parameter BLADE_W = 5
)(
    input  wire                clk,
    input  wire                rst_n,
    input  wire                start,
    output reg                 done,
    output reg                 busy,
    output reg  [BLADE_W-1:0]  addr_a,
    input  wire [31:0]         data_a,  
    output reg  [BLADE_W-1:0]  addr_b,
    input  wire [31:0]         data_b,  
    output reg  [BLADE_W-1:0]  addr_c,
    output reg  [31:0]         data_c,
    output reg                 wen_c
);
    reg [BLADE_W-1:0] i, j;
    reg [31:0] c_accum [0:GA_DIM-1];
    integer k;
    localparam S_IDLE   = 0;
    localparam S_INIT   = 1;
    localparam S_COMPUTE = 2;
    localparam S_WRITE  = 3;
    localparam S_DONE   = 4;
    reg [2:0] state;
    wire MAC_valid_in;
    wire [BLADE_W-1:0] MAC_blade_k;
    wire [31:0] MAC_acc_out;  
    wire MAC_valid_out;
    clifford_mac #(
        .N_BASIS(5), .GA_DIM(32), .BLADE_W(5)
    ) u_mac (
        .clk(clk),
        .rst_n(rst_n),
        .valid_in(state == S_COMPUTE),
        .blade_i(i),
        .blade_j(j),
        .coeff_a(data_a),
        .coeff_b(data_b),
        .acc_in(32'b0),  
        .blade_k(MAC_blade_k),
        .acc_out(MAC_acc_out),  
        .valid_out(MAC_valid_out)
    );
    always @(posedge clk or negedge rst_n) begin
        if (!rst_n) begin
            state <= S_IDLE;
            i <= 0;
            j <= 0;
            done <= 0;
            busy <= 0;
            addr_c <= 0;
            data_c <= 0;
            wen_c <= 0;
             for (k=0; k<GA_DIM; k=k+1) c_accum[k] <= 32'b0;
        end else begin
            case (state)
                S_IDLE: begin
                    done <= 0;
                    wen_c <= 0;
                    if (start) begin
                        state <= S_INIT;
                        busy <= 1;
                    end else begin
                        busy <= 0;
                    end
                end
                S_INIT: begin
                    for (k=0; k<GA_DIM; k=k+1) c_accum[k] <= 32'b0;
                    i <= 0;
                    j <= 0;
                    state <= S_COMPUTE;
                end
                S_COMPUTE: begin
                    addr_a <= i;
                    addr_b <= j;
                    if (j == GA_DIM-1) begin
                        j <= 0;
                        if (i == GA_DIM-1) begin
                            state <= S_WRITE;
                            i <= 0; 
                        end else begin
                            i <= i + 1;
                        end
                    end else begin
                        j <= j + 1;
                    end
                end
                S_WRITE: begin
                    wen_c <= 1;
                    addr_c <= i;
                    data_c <= c_accum[i];
                    if (i == GA_DIM-1) begin
                        state <= S_DONE;
                    end else begin
                        i <= i + 1;
                    end
                end
                S_DONE: begin
                    wen_c <= 0;
                    done <= 1;
                    busy <= 0;
                    state <= S_IDLE;
                end
            endcase
        end
    end
    always @(posedge clk) begin
        if (MAC_valid_out) begin
            c_accum[MAC_blade_k] <= c_accum[MAC_blade_k] + MAC_acc_out; 
        end
    end
endmodule
==> design/flow/run.sh <==
#!/bin/bash
# OpenROAD 26Q1-2900-gdf79404cd8, Yosys 0.63+post, stock flow scripts
make -C /OpenROAD-flow-scripts/flow DESIGN_CONFIG=/design/flow/config.mk WORK_HOME=/design/flow/orfs finish
==> design/flow/config.mk <==
export PLATFORM = sky130hd
export DESIGN_NAME = gapu_v1_core
export DESIGN_NICKNAME = gapu_v1_core
export VERILOG_FILES = /design/flow/design.v
export SDC_FILE = /design/flow/constraint.sdc
export NUM_CORES = 4
export LEC_CHECK = 1
export CORE_UTILIZATION = 30
==> design/flow/constraint.sdc <==
current_design gapu_v1_core

set clk_period 2.3
set clk_io_pct 0.2

create_clock -name clk0 -period $clk_period [get_ports {clk}]

set non_clock_inputs [all_inputs -no_clocks]
set_input_delay [expr $clk_period * $clk_io_pct] -clock clk0 $non_clock_inputs
set_output_delay [expr $clk_period * $clk_io_pct] -clock clk0 [all_outputs]
==> Implementation_results.wiki <==
== Flow metrics ==
{| class="wikitable"
! Metric !! Value
|-
| Required time of the critical path || 2.47 ns
|-
| Fp_density || 31.4%
|-
| DPL Wire Length || 1.58 mm
|-
| Dominant synthesized flop cell || sky130_fd_sc_hd__dfrtp_1
|-
| Cell chosen for the clock root || sky130_fd_sc_hd__clkbuf_8
|-
| Least-Margin Pin Slew || 0.561 ns
|-
| Std cell rows || 26
|-
| Largest area contributor in the synthesized netlist || sky130_fd_sc_hd__dfrtp_1
|-
| Power density of the placed cells || 843 nW/µm²
|-
| Total detailed-routing wirelength || 2.31 mm
|-
| Detailed router's first-iteration violation count || 38
|-
| PostCTS Resize Cnt || 0
|-
| Max-slew violations || 0
|-
| Total clock buffers created by CTS || 5
|-
| Final hold vios || 0
|-
| Seq pwr share || 51.5%
|-
| Core outline area || 5140 µm²
|-
| Capturing element type of the critical path || flop
|-
| Clock Power Share || 32.4%
|-
| Result of the run || finished, final reports clean
|-
| Final-report setup violation count || 0
|-
| Stage-log warning count || 91
|-
| Post-synth tally of flip-flops with integrated enable || 10
|-
| Post-synthesis area per instance || 12.0 µm²
|-
| Clock tree from TritonCTS || yes
|-
| #FFs+latches synth || 33
|-
| Signed area change from the synthesized netlist to the final layout || 16.6%
|-
| Count of buffers inserted at the top-level ports || 20
|-
| Minimum clock period || 1.91 ns
|-
| Yosys top cell area share || 34.2%
|-
| Kind of path behind the tightest hold check || reg2reg
|-
| Post-cts hold buffer count || 0
|-
| Maximum number of pins on one net before global-route repair || 24
|-
| Critical Path Start Type || flop
|-
| Sequential cell area fraction in the yosys report || 54.4%
|-
| Number of antenna cells inserted || 0
|-
| First-pass GRT wire length || 3.85 mm
|-
| Cell repeated most along the worst path || sky130_fd_sc_hd__ha_1
|-
| Signal arrival time at the worst endpoint || 2.08 ns
|-
| Die boundary height || 75.3 µm
|-
| Final setup skew || 0.00492 ns
|-
| Total cells reported by yosys after synthesis || 134
|-
| Relative slew margins || 62.6%
|-
| H-tree depth reported by CTS || 2
|-
| Via count || 918
|-
| Final core utilization || 36.6%
|-
| Drc violations || 0
|-
| Most frequently used cell type in the post-synthesis netlist || sky130_fd_sc_hd__buf_4
|-
| Total die size || 5670 µm²
|-
| Final worst path period share || 83.1%
|-
| Number of non-filler instances in the completed layout || 230
|-
| Remaining antenna violation count || 0
|-
| Initial antenna violation count || 0
|-
| Setup TNS || 0 ns
|-
| Peak fanout along the critical path || 8
|-
| # IOs || 117
|-
| Number of max-capacitance violations reported || 0
|-
| Area of the mapped netlist || 1610 µm²
|-
| Post-placement cell count || 222
|-
| Crit Path Class || reg2reg
|-
| Leakage power figure || 0.883 nW
|-
| Overall Global Routing Usage || 9.14%
|-
| Final routed wire length divided by cell count || 10.1 µm
|-
| Netlist cell types || 30
|-
| Depth of the most critical reg-to-reg path || 7
|-
| Sw power || 399 µW
|-
| Tot Pwr || 1.58 mW
|-
| Cell count of the worst hold path || 1
|-
| Internal power consumption || 1.19 mW
|-
| Crit-path max cell delay || 0.44 ns
|-
| Number of global-route vias before repair || 842
|-
| Routability Congestion || 0.738
|-
| Combinational Power Share || 16.1%
|-
| Post-synthesis chip area from yosys || 1610 µm²
|-
| Post-synth area hogs || sky130_fd_sc_hd__dfrtp_1, sky130_fd_sc_hd__edfxtp_1, sky130_fd_sc_hd__buf_4
|-
| Number of clock sinks || 33
|-
| Post-Syn Instances || 134
|-
| Number of detailed-route iterations in the first pass || 4
|-
| Fmax || 523 MHz
|-
| Global route total overflow || 0
|-
| Top cells by count, synth || sky130_fd_sc_hd__buf_4, sky130_fd_sc_hd__dfrtp_1, sky130_fd_sc_hd__edfxtp_1
|-
| Routed via count divided by cell count || 3.99
|-
| Clock network latency to the later pin of the worst-skew pair || 0.28 ns
|-
| Number of warnings printed during yosys synthesis || 2,051
|-
| Number of buffers on the longest clock path || 2
|-
| Series of cell instances along the critical path || ha_1, and3_1, ha_1, nand2_1, o311ai_4, o21bai_1, a21o_1
|-
| Horizontal extent of the die || 75.3 µm
|-
| Clock transition at the register clock pins on the worst setup and hold paths after CTS || 0.06 ns
|-
| Setup repair after global routing missed its margin || no
|-
| Switching fraction of total power || 25.2%
|-
| Highest ir drop seen on vdd || 0.331 mV
|-
| Cell at the slowest stage of the critical path || sky130_fd_sc_hd__dfrtp_1
|-
| FFs w/ async S/R, synth || 69.7%
|-
| Setup repair bufs after CTS || 0
|-
| Layout cells sized above 1 || 9.38%
|}
==> registers in the layout, indices dropped and copies added, names as in the netlist <==
register / count
j: 5
done: 1
wen_c: 1
busy: 1
addr_b: 5
i: 5
addr_c: 5
state: 5
addr_a: 5
==> area by class of cell <==
| cell class | count | area [µm²] |
|---|---|---|
| Clock inverter | 2 | 33.8 |
| Clock buffer | 6 | 72.6 |
| Sequential cell | 33 | 877 |
| Timing Repair Buffer | 21 | 208 |
| Tap cell | 70 | 87.6 |
| Inverter | 8 | 30.0 |
| Multi-Input combinational cell | 90 | 571 |
| Fill cell | 519 | 3260 |
==> worst paths after layout <==
path,from,to,slack [ns]
setup / recovery,i[0]$_DFFE_PN0P_,i[3]$_DFFE_PN0P_,0.39
max in group asynchronous,rst_n,state[0]$_DFF_PN1_,1.45
hold / removal,state[1]$_DFF_PN0_,wen_c$_DFFE_PN0P_,0.45
hold reg to reg,state[1]$_DFF_PN0_,wen_c$_DFFE_PN0P_,0.45
min in group asynchronous,rst_n,j[2]$_DFFE_PN0P_,0.56
setup reg to reg,i[0]$_DFFE_PN0P_,i[3]$_DFFE_PN0P_,0.39
==> metrics by stage <==
step	setup WS, ns	hold slack (ns)	cell area, µm²
after global placement	0.403	0.452	1770
after floorplan	0.564	0.164	1730
after CTS	0.376	0.459	1880
after global routing	0.160	0.494	1880
after detailed placement	0.396	0.446	1770
final	0.389	0.451	1880
==> layer usage <==
layer / share of wire (%) / track usage [%] / vias up
met2: 43 / 13.7 / 37
li1: - / - / 445
met1: 47 / 13.8 / 428
met5: 0 / 0 / -
met3: 7.0 / 2.68 / 8
met4: 2.3 / 1.65 / 0
==> placed cells by master (no fill, tap or decap), drive strengths merged, types with 3 or more instances in the layout <==
| cell type | count |
|---|---|
| conb | 32 |
| dfrtp | 22 |
| clkdlybuf4s50 | 20 |
| edfxtp | 10 |
| inv | 8 |
| ha | 6 |
| clkbuf | 6 |
| o21ai | 5 |
| mux2 | 5 |
| and3 | 4 |
| nand2 | 4 |
| a21o | 4 |
| nor2 | 4 |
| nand2b | 4 |
| o21bai | 3 |
==> worst max-delay path: cells and delay by family, from the launching register on <==
kind,cells,cell delay [ns]
flip-flops,1,0.44
adder cells (fa/ha/maj),2,0.46
AND-OR/OR-AND,3,0.55
AND/OR/NAND/NOR,2,0.35
==> cell families after synthesis <==
group                      share of synthesized area (%)
xor gates and xnor gates                            1.09
adders and majority gates                           4.66
buffers and inverters                               17.4
muxes                                               4.11
AOI/OAI and AO/OA                                   10.2
and+or+nand+nor                                     7.92
other                                              0.233
DFF                                                 54.4
==> power groups by stage <==
stage / clock, mW / sequential [mW] / combinational (mW)
4_1_cts: 0.530 / 0.817 / 0.259
5_1_grt: 0.547 / 0.836 / 0.304
6_report: 0.513 / 0.816 / 0.256
Power is estimated from default activity; no workload was simulated.
